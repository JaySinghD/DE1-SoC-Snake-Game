==> /design/flow/design.v <==
module itemSpawn(input CLOCK_50, input [3:0] snakePositionX, input [3:0] snakePositionY, output reg [3:0] spawnPositionX, output reg [3:0] spawnPositionY,output reg [7:0] snakeLength, output reg [1:0] gameClockSelect, output reg [2:0] itemColour);
    reg [7:0] xySelector;  
    reg [3:0] grid_x [0:224];
    reg [3:0] grid_y [0:224];
    initial begin
        xySelector = 8'd0;
        snakeLength = 1;
        grid_x[0] = 4'd2; grid_y[0] = 4'd8;
        grid_x[1] = 4'd14; grid_y[1] = 4'd3;
        grid_x[2] = 4'd10; grid_y[2] = 4'd11;
        grid_x[3] = 4'd8; grid_y[3] = 4'd14;
        grid_x[4] = 4'd9; grid_y[4] = 4'd5;
        grid_x[5] = 4'd4; grid_y[5] = 4'd14;
        grid_x[6] = 4'd4; grid_y[6] = 4'd0;
        grid_x[7] = 4'd11; grid_y[7] = 4'd6;
        grid_x[8] = 4'd10; grid_y[8] = 4'd2;
        grid_x[9] = 4'd0; grid_y[9] = 4'd3;
        grid_x[10] = 4'd8; grid_y[10] = 4'd1;
        grid_x[11] = 4'd13; grid_y[11] = 4'd6;
        grid_x[12] = 4'd12; grid_y[12] = 4'd3;
        grid_x[13] = 4'd14; grid_y[13] = 4'd1;
        grid_x[14] = 4'd13; grid_y[14] = 4'd13;
        grid_x[15] = 4'd11; grid_y[15] = 4'd1;
        grid_x[16] = 4'd6; grid_y[16] = 4'd7;
        grid_x[17] = 4'd1; grid_y[17] = 4'd1;
        grid_x[18] = 4'd12; grid_y[18] = 4'd4;
        grid_x[19] = 4'd9; grid_y[19] = 4'd12;
        grid_x[20] = 4'd11; grid_y[20] = 4'd11;
        grid_x[21] = 4'd11; grid_y[21] = 4'd12;
        grid_x[22] = 4'd2; grid_y[22] = 4'd10;
        grid_x[23] = 4'd6; grid_y[23] = 4'd14;
        grid_x[24] = 4'd14; grid_y[24] = 4'd11;
        grid_x[25] = 4'd11; grid_y[25] = 4'd3;
        grid_x[26] = 4'd3; grid_y[26] = 4'd12;
        grid_x[27] = 4'd9; grid_y[27] = 4'd4;
        grid_x[28] = 4'd11; grid_y[28] = 4'd0;
        grid_x[29] = 4'd9; grid_y[29] = 4'd7;
        grid_x[30] = 4'd5; grid_y[30] = 4'd11;
        grid_x[31] = 4'd6; grid_y[31] = 4'd9;
        grid_x[32] = 4'd4; grid_y[32] = 4'd13;
        grid_x[33] = 4'd9; grid_y[33] = 4'd14;
        grid_x[34] = 4'd2; grid_y[34] = 4'd4;
        grid_x[35] = 4'd6; grid_y[35] = 4'd8;
        grid_x[36] = 4'd7; grid_y[36] = 4'd7;
        grid_x[37] = 4'd2; grid_y[37] = 4'd11;
        grid_x[38] = 4'd8; grid_y[38] = 4'd13;
        grid_x[39] = 4'd3; grid_y[39] = 4'd13;
        grid_x[40] = 4'd13; grid_y[40] = 4'd7;
        grid_x[41] = 4'd4; grid_y[41] = 4'd6;
        grid_x[42] = 4'd4; grid_y[42] = 4'd8;
        grid_x[43] = 4'd2; grid_y[43] = 4'd1;
        grid_x[44] = 4'd2; grid_y[44] = 4'd6;
        grid_x[45] = 4'd8; grid_y[45] = 4'd0;
        grid_x[46] = 4'd12; grid_y[46] = 4'd7;
        grid_x[47] = 4'd12; grid_y[47] = 4'd11;
        grid_x[48] = 4'd11; grid_y[48] = 4'd7;
        grid_x[49] = 4'd9; grid_y[49] = 4'd11;
        grid_x[50] = 4'd7; grid_y[50] = 4'd10;
        grid_x[51] = 4'd7; grid_y[51] = 4'd5;
        grid_x[52] = 4'd8; grid_y[52] = 4'd6;
        grid_x[53] = 4'd9; grid_y[53] = 4'd0;
        grid_x[54] = 4'd14; grid_y[54] = 4'd10;
        grid_x[55] = 4'd7; grid_y[55] = 4'd8;
        grid_x[56] = 4'd11; grid_y[56] = 4'd8;
        grid_x[57] = 4'd11; grid_y[57] = 4'd2;
        grid_x[58] = 4'd13; grid_y[58] = 4'd8;
        grid_x[59] = 4'd14; grid_y[59] = 4'd2;
        grid_x[60] = 4'd1; grid_y[60] = 4'd7;
        grid_x[61] = 4'd8; grid_y[61] = 4'd5;
        grid_x[62] = 4'd3; grid_y[62] = 4'd2;
        grid_x[63] = 4'd6; grid_y[63] = 4'd5;
        grid_x[64] = 4'd8; grid_y[64] = 4'd9;
        grid_x[65] = 4'd5; grid_y[65] = 4'd14;
        grid_x[66] = 4'd9; grid_y[66] = 4'd9;
        grid_x[67] = 4'd3; grid_y[67] = 4'd5;
        grid_x[68] = 4'd12; grid_y[68] = 4'd10;
        grid_x[69] = 4'd7; grid_y[69] = 4'd13;
        grid_x[70] = 4'd14; grid_y[70] = 4'd12;
        grid_x[71] = 4'd3; grid_y[71] = 4'd11;
        grid_x[72] = 4'd8; grid_y[72] = 4'd10;
        grid_x[73] = 4'd5; grid_y[73] = 4'd9;
        grid_x[74] = 4'd10; grid_y[74] = 4'd4;
        grid_x[75] = 4'd4; grid_y[75] = 4'd1;
        grid_x[76] = 4'd12; grid_y[76] = 4'd8;
        grid_x[77] = 4'd1; grid_y[77] = 4'd13;
        grid_x[78] = 4'd4; grid_y[78] = 4'd9;
        grid_x[79] = 4'd13; grid_y[79] = 4'd2;
        grid_x[80] = 4'd14; grid_y[80] = 4'd4;
        grid_x[81] = 4'd11; grid_y[81] = 4'd10;
        grid_x[82] = 4'd8; grid_y[82] = 4'd8;
        grid_x[83] = 4'd0; grid_y[83] = 4'd5;
        grid_x[84] = 4'd7; grid_y[84] = 4'd4;
        grid_x[85] = 4'd13; grid_y[85] = 4'd5;
        grid_x[86] = 4'd3; grid_y[86] = 4'd3;
        grid_x[87] = 4'd5; grid_y[87] = 4'd6;
        grid_x[88] = 4'd13; grid_y[88] = 4'd4;
        grid_x[89] = 4'd8; grid_y[89] = 4'd3;
        grid_x[90] = 4'd13; grid_y[90] = 4'd10;
        grid_x[91] = 4'd2; grid_y[91] = 4'd5;
        grid_x[92] = 4'd0; grid_y[92] = 4'd12;
        grid_x[93] = 4'd5; grid_y[93] = 4'd4;
        grid_x[94] = 4'd10; grid_y[94] = 4'd10;
        grid_x[95] = 4'd8; grid_y[95] = 4'd12;
        grid_x[96] = 4'd4; grid_y[96] = 4'd3;
        grid_x[97] = 4'd10; grid_y[97] = 4'd7;
        grid_x[98] = 4'd12; grid_y[98] = 4'd2;
        grid_x[99] = 4'd3; grid_y[99] = 4'd1;
        grid_x[100] = 4'd6; grid_y[100] = 4'd0;
        grid_x[101] = 4'd11; grid_y[101] = 4'd14;
        grid_x[102] = 4'd6; grid_y[102] = 4'd3;
        grid_x[103] = 4'd13; grid_y[103] = 4'd0;
        grid_x[104] = 4'd1; grid_y[104] = 4'd11;
        grid_x[105] = 4'd13; grid_y[105] = 4'd3;
        grid_x[106] = 4'd13; grid_y[106] = 4'd14;
        grid_x[107] = 4'd12; grid_y[107] = 4'd1;
        grid_x[108] = 4'd8; grid_y[108] = 4'd4;
        grid_x[109] = 4'd2; grid_y[109] = 4'd13;
        grid_x[110] = 4'd11; grid_y[110] = 4'd4;
        grid_x[111] = 4'd4; grid_y[111] = 4'd11;
        grid_x[112] = 4'd14; grid_y[112] = 4'd8;
        grid_x[113] = 4'd1; grid_y[113] = 4'd5;
        grid_x[114] = 4'd10; grid_y[114] = 4'd0;
        grid_x[115] = 4'd6; grid_y[115] = 4'd12;
        grid_x[116] = 4'd0; grid_y[116] = 4'd11;
        grid_x[117] = 4'd5; grid_y[117] = 4'd5;
        grid_x[118] = 4'd0; grid_y[118] = 4'd13;
        grid_x[119] = 4'd12; grid_y[119] = 4'd13;
        grid_x[120] = 4'd5; grid_y[120] = 4'd3;
        grid_x[121] = 4'd6; grid_y[121] = 4'd11;
        grid_x[122] = 4'd3; grid_y[122] = 4'd4;
        grid_x[123] = 4'd5; grid_y[123] = 4'd8;
        grid_x[124] = 4'd6; grid_y[124] = 4'd1;
        grid_x[125] = 4'd12; grid_y[125] = 4'd12;
        grid_x[126] = 4'd12; grid_y[126] = 4'd14;
        grid_x[127] = 4'd3; grid_y[127] = 4'd14;
        grid_x[128] = 4'd2; grid_y[128] = 4'd2;
        grid_x[129] = 4'd2; grid_y[129] = 4'd0;
        grid_x[130] = 4'd3; grid_y[130] = 4'd6;
        grid_x[131] = 4'd0; grid_y[131] = 4'd9;
        grid_x[132] = 4'd1; grid_y[132] = 4'd12;
        grid_x[133] = 4'd7; grid_y[133] = 4'd1;
        grid_x[134] = 4'd1; grid_y[134] = 4'd9;
        grid_x[135] = 4'd4; grid_y[135] = 4'd7;
        grid_x[136] = 4'd7; grid_y[136] = 4'd11;
        grid_x[137] = 4'd13; grid_y[137] = 4'd9;
        grid_x[138] = 4'd0; grid_y[138] = 4'd14;
        grid_x[139] = 4'd9; grid_y[139] = 4'd6;
        grid_x[140] = 4'd10; grid_y[140] = 4'd9;
        grid_x[141] = 4'd1; grid_y[141] = 4'd0;
        grid_x[142] = 4'd14; grid_y[142] = 4'd14;
        grid_x[143] = 4'd0; grid_y[143] = 4'd8;
        grid_x[144] = 4'd8; grid_y[144] = 4'd7;
        grid_x[145] = 4'd3; grid_y[145] = 4'd7;
        grid_x[146] = 4'd3; grid_y[146] = 4'd10;
        grid_x[147] = 4'd9; grid_y[147] = 4'd1;
        grid_x[148] = 4'd0; grid_y[148] = 4'd0;
        grid_x[149] = 4'd7; grid_y[149] = 4'd0;
        grid_x[150] = 4'd11; grid_y[150] = 4'd13;
        grid_x[151] = 4'd10; grid_y[151] = 4'd6;
        grid_x[152] = 4'd3; grid_y[152] = 4'd0;
        grid_x[153] = 4'd10; grid_y[153] = 4'd1;
        grid_x[154] = 4'd4; grid_y[154] = 4'd10;
        grid_x[155] = 4'd1; grid_y[155] = 4'd4;
        grid_x[156] = 4'd6; grid_y[156] = 4'd10;
        grid_x[157] = 4'd13; grid_y[157] = 4'd12;
        grid_x[158] = 4'd3; grid_y[158] = 4'd9;
        grid_x[159] = 4'd0; grid_y[159] = 4'd6;
        grid_x[160] = 4'd12; grid_y[160] = 4'd9;
        grid_x[161] = 4'd11; grid_y[161] = 4'd5;
        grid_x[162] = 4'd14; grid_y[162] = 4'd9;
        grid_x[163] = 4'd5; grid_y[163] = 4'd1;
        grid_x[164] = 4'd10; grid_y[164] = 4'd12;
        grid_x[165] = 4'd12; grid_y[165] = 4'd5;
        grid_x[166] = 4'd4; grid_y[166] = 4'd2;
        grid_x[167] = 4'd1; grid_y[167] = 4'd10;
        grid_x[168] = 4'd14; grid_y[168] = 4'd5;
        grid_x[169] = 4'd2; grid_y[169] = 4'd9;
        grid_x[170] = 4'd4; grid_y[170] = 4'd5;
        grid_x[171] = 4'd9; grid_y[171] = 4'd10;
        grid_x[172] = 4'd1; grid_y[172] = 4'd2;
        grid_x[173] = 4'd8; grid_y[173] = 4'd2;
        grid_x[174] = 4'd2; grid_y[174] = 4'd12;
        grid_x[175] = 4'd14; grid_y[175] = 4'd6;
        grid_x[176] = 4'd7; grid_y[176] = 4'd6;
        grid_x[177] = 4'd2; grid_y[177] = 4'd7;
        grid_x[178] = 4'd5; grid_y[178] = 4'd13;
        grid_x[179] = 4'd13; grid_y[179] = 4'd11;
        grid_x[180] = 4'd7; grid_y[180] = 4'd3;
        grid_x[181] = 4'd10; grid_y[181] = 4'd8;
        grid_x[182] = 4'd3; grid_y[182] = 4'd8;
        grid_x[183] = 4'd9; grid_y[183] = 4'd3;
        grid_x[184] = 4'd6; grid_y[184] = 4'd2;
        grid_x[185] = 4'd1; grid_y[185] = 4'd6;
        grid_x[186] = 4'd9; grid_y[186] = 4'd13;
        grid_x[187] = 4'd0; grid_y[187] = 4'd1;
        grid_x[188] = 4'd14; grid_y[188] = 4'd7;
        grid_x[189] = 4'd12; grid_y[189] = 4'd6;
        grid_x[190] = 4'd7; grid_y[190] = 4'd14;
        grid_x[191] = 4'd11; grid_y[191] = 4'd9;
        grid_x[192] = 4'd7; grid_y[192] = 4'd2;
        grid_x[193] = 4'd6; grid_y[193] = 4'd6;
        grid_x[194] = 4'd4; grid_y[194] = 4'd12;
        grid_x[195] = 4'd10; grid_y[195] = 4'd14;
        grid_x[196] = 4'd10; grid_y[196] = 4'd13;
        grid_x[197] = 4'd7; grid_y[197] = 4'd12;
        grid_x[198] = 4'd0; grid_y[198] = 4'd2;
        grid_x[199] = 4'd14; grid_y[199] = 4'd0;
        grid_x[200] = 4'd9; grid_y[200] = 4'd2;
        grid_x[201] = 4'd5; grid_y[201] = 4'd2;
        grid_x[202] = 4'd0; grid_y[202] = 4'd7;
        grid_x[203] = 4'd2; grid_y[203] = 4'd3;
        grid_x[204] = 4'd1; grid_y[204] = 4'd8;
        grid_x[205] = 4'd13; grid_y[205] = 4'd1;
        grid_x[206] = 4'd5; grid_y[206] = 4'd0;
        grid_x[207] = 4'd1; grid_y[207] = 4'd14;
        grid_x[208] = 4'd6; grid_y[208] = 4'd4;
        grid_x[209] = 4'd6; grid_y[209] = 4'd13;
        grid_x[210] = 4'd7; grid_y[210] = 4'd9;
        grid_x[211] = 4'd5; grid_y[211] = 4'd10;
        grid_x[212] = 4'd8; grid_y[212] = 4'd11;
        grid_x[213] = 4'd12; grid_y[213] = 4'd0;
        grid_x[214] = 4'd0; grid_y[214] = 4'd10;
        grid_x[215] = 4'd2; grid_y[215] = 4'd14;
        grid_x[216] = 4'd10; grid_y[216] = 4'd3;
        grid_x[217] = 4'd4; grid_y[217] = 4'd4;
        grid_x[218] = 4'd1; grid_y[218] = 4'd3;
        grid_x[219] = 4'd9; grid_y[219] = 4'd8;
        grid_x[220] = 4'd5; grid_y[220] = 4'd7;
        grid_x[221] = 4'd5; grid_y[221] = 4'd12;
        grid_x[222] = 4'd0; grid_y[222] = 4'd4;
        grid_x[223] = 4'd14; grid_y[223] = 4'd13;
        grid_x[224] = 4'd10; grid_y[224] = 4'd5; 
        spawnPositionX = grid_x[0];
        spawnPositionY = grid_y[0];
    end
    always @(posedge CLOCK_50) begin
        if (xySelector > 223) begin
            xySelector <= 0;
        end  
        if ((spawnPositionX == snakePositionX) && (spawnPositionY == snakePositionY)) begin
            snakeLength <= snakeLength + 1;
            spawnPositionX <= grid_x[xySelector];
            spawnPositionY <= grid_y[xySelector];
            if (xySelector[1:0] == 2'b10) begin
                gameClockSelect <= 2;
            end
            else if (xySelector[1:0] == 2'b11) begin
                gameClockSelect <=1;
            end            
            else gameClockSelect <=0;
            xySelector <= xySelector + 1;
            if (xySelector[1:0] == 2'b01) begin
                itemColour <= 3'b101;
            end
            else if (xySelector[1:0] == 2'b10) begin
                itemColour <= 3'b100;
            end
            else itemColour <= 3'b010;
        end
    end 
endmodule
==> /design/flow/run.sh <==
#!/bin/bash
# OpenROAD 26Q1-2900-gdf79404cd8, Yosys 0.63+post, stock flow scripts
make -C /OpenROAD-flow-scripts/flow DESIGN_CONFIG=/design/flow/config.mk WORK_HOME=/design/flow/orfs finish
==> /design/flow/config.mk <==
export PLATFORM = sky130hd
export DESIGN_NAME = itemSpawn
export DESIGN_NICKNAME = itemSpawn
export VERILOG_FILES = /design/flow/design.v
export SDC_FILE = /design/flow/constraint.sdc
export NUM_CORES = 4
export LEC_CHECK = 1
export CORE_UTILIZATION = 30
==> /design/flow/constraint.sdc <==
current_design itemSpawn

set clk_period 6.3
set clk_io_pct 0.2

create_clock -name clk0 -period $clk_period [get_ports {CLOCK_50}]

set non_clock_inputs [all_inputs -no_clocks]
set_input_delay [expr $clk_period * $clk_io_pct] -clock clk0 $non_clock_inputs
set_output_delay [expr $clk_period * $clk_io_pct] -clock clk0 [all_outputs]
==> Slide: Implementation Results <==
Flow Results at a Glance

STA
  – Final hold viol count: 0
  – Slew headroom: 37.2%
  – Setup TNS: 0 ns
  – RSZ-0062 raised after global routing: no
  – Fin worst setup slack: 2.50 ns
  – Final setup vio count: 0
  – Layout Skew: 0.0100 ns
  – Final min period: 3.80 ns
  – Max Slew Vio Count: 0
  – Final Cycle Share: 60.4%
  – Max Freq: 263 MHz
  – Worst-margin pin slew: 0.940 ns

Worst setup path
  – WP data required: 6.30 ns
  – Startpoint types: register
  – CP Max Fanout: 21
  – Crit Path Category: reg -> reg
  – Worst setup EP type: register
  – Critical Path AT: 3.81 ns

Route
  – Antenna Nets Post-Route: 0
  – Starting DRT DRC Count: 894
  – WL final: 19,600 um
  – Remaining DRCs: 0
  – Vias post-DR: 5,024
  – Vias per std cell: 6.95
  – DR pass1 iterations: 6
  – Antenna diodes: 0
  – WL per Instance: 27.1 um

Place
  – Setup slack at placement: 2.28 ns
  – GPL Wtd Cong: 1.08
  – IO Port Bufs: 29
  – DP HPWL: 12,700 um

Final layout
  – Share of layout cells above drive strength 1: 7.50%
  – Final Util: 34.5%
  – Top Layout Cells: o22ai_1, a21oi_1, nor2_1
  – Area delta synth->final: 11.3%

Power
  – PD cells: 105 mW/mm^2
  – Leakage: 1.52 nW
  – VDD IR max: 0.125 mV

Clock network
  – Clock root buffer: clkbuf_16
  – CTS max path bufs: 2
  – Clk latency late pin: 0.28 ns
  – Post_cts resized: 0
  – Num CTS Buffers: 5
  – CTS tree: yes
  – Post-CTS Hold Fix Bufs: 0
  – Htree depth: 2
  – Post-CTS Setup Inserts: 0
  – Clock slew at reported path FFs: 0.05 ns
  – Clock sinks: 29

Synth
  – Synth cell types: 67
  – Yosys stat chip area: 0.00413 mm^2
  – XOR Share, Synth: 5.93%
  – Dominant cell area share: 21.1%
  – Commonest flop: edfxtp_1
  – Register area share after synthesis: 21.1%
  – Main logic family: simple AND/OR/NAND/NOR gates
  – Mux frac, synth: 1.24%
  – # Cells Yosys: 558
  – Synthesized area: 0.00413 mm^2
  – #FFs+latches synth: 29
  – FA/HA/MAJ Cells, Area Fraction: 1.51%
  – Avg Cell Area, Syn: 7.41 um^2
  – Syn Inst Count: 558
  – Synth async-reset ratio: 0%
  – Yosys simple share: 32.8%
  – Complex Gates by Area: 28.6%
  – Synthesis Warnings: 3
  – Post-synth top area cell: edfxtp_1
  – Post-synth area hogs: edfxtp_1, o22ai_1, a21oi_1
  – EDFF count, synth: 29

Floorplan
  – Area of the core: 0.0133 mm^2
  – Die area: 0.0143 mm^2
  – # rows: 42
  – Die Y: 119 um
  – I/O Pins: 30
  – Fp_density: 31.0%
  – Die W: 119 um

Global route
  – Vias in the first global route: 4,540
  – Initial antenna violation count: 0
  – Gr usage total: 28.0%
  – GRT overflow: 0
  – First-pass GRT wire length: 29,400 um
  – Pin count of the biggest net entering global routing: 58

Flow run
  – Tool Warnings: 28
  – Max Cap Viol: 0

Status
  – Status: finished clean

Min path
  – HP Class: reg -> reg
-- registers in the layout, summed over array words and instances, names as in the netlist --
register and flops:
spawnPositionY 4, xySelector 8, snakeLength 8, itemColour 3, gameClockSelect 2, spawnPositionX 4
-- layout make-up --
type                    instances  area [um^2]
repair buffers                 45          410
clock buffers                   5          125
inverters                      10         37.5
fillers                      1397         8750
well taps                     176          220
flip-flops and latches         29          871
multi-input cells             455         2900
clock inverters                 3         41.3
-- layer usage --
metal / share of wire (%) / vias to the layer above / wire, um / GRT usage, %
li1: - / 2122 / - / -
met1: 39 / 2302 / 7670 / 40.5
met2: 41 / 504 / 8130 / 39.4
met3: 14 / 96 / 2800 / 8.95
met4: 5.2 / 0 / 1020 / 10.2
met5: 0 / - / 0 / 0
-- cell families (layout without fill, tap and decap cells) --
family / Yosys count / count (layout)
AND-OR/OR-AND: 184 / 184
adder cells (fa/ha/maj): 5 / 5
XOR/XNOR: 28 / 28
buffers and inverters: 74 / 63
flip-flops: 29 / 29
multiplexers: 5 / 5
AND/OR/NAND/NOR: 233 / 233
-- final timing paths --
check	startpoint	end	slack, ns	cells past startpoint
max	xySelector[0]	spawnPositionY[0]	2.50	8
min	snakeLength[7]	snakeLength[7]	0.59	1
max reg2reg	xySelector[0]	spawnPositionY[0]	2.50	8
min reg2reg	snakeLength[7]	snakeLength[7]	0.59	1
-- cells in the mapped netlist (3+ instances only) --
library cell  count
nor4_1           13
and3_1            9
nand2_1          35
nand3b_1          9
nand4bb_1         3
nand4_1           7
nor3b_1           3
xor2_1           13
or4b_2            4
nand4b_2          3
buf_2            27
buf_4             7
a22oi_1           8
nand3_1          19
o21ai_0          20
nor2b_1           6
inv_1            10
nor2_1           47
or2_2             3
ha_1              5
a21oi_1          50
or4_1            12
buf_6             4
o32ai_1           8
o22ai_1          50
buf_1             5
edfxtp_1         29
or3_1             4
a211o_1           3
nand2b_1         20
mux2i_1           4
xnor2_1          15
or3b_2            3
o211ai_1          3
clkbuf_1         21
nor3_1           18
a211oi_1          7
a31oi_1          11
-- power by group --
group          leakage (nW)  total (mW)  internal (mW)  switching [mW]
registers             0.266       0.210          0.210        0.000170
clock network        0.0775       0.265          0.184          0.0805
logic                  1.18     0.00923        0.00623         0.00300
-- stage by stage --
step / hold WS, ns / total power, mW / cells / cell area [um^2]
floorplan: 0.527 / 0.216 / 558 / 4130
global placement: 0.573 / 0.223 / 715 / 4440
detailed placement: 0.575 / 0.223 / 715 / 4440
CTS: 0.591 / 0.489 / 723 / 4600
global route: 0.610 / 0.500 / 723 / 4600
finish: 0.587 / 0.484 / 723 / 4600
-- worst max-delay path, stage by stage, from the launching register on --
cell	delay, ns
edfxtp_1	0.44
inv_1	0.09
ha_1	0.50
nand3b_1	0.70
o22ai_1	0.19
or3_1	0.32
or4_1	0.39
or3_1	0.37
or4_1	0.53
Power and IR drop assume default switching activity.
