==> flow/design.v <==
module vga_address_translator(x, y, mem_address);
	parameter RESOLUTION = "160x120";
	input [((RESOLUTION == "320x240") ? (8) : (7)):0] x; 
	input [((RESOLUTION == "320x240") ? (7) : (6)):0] y;	
	output reg [((RESOLUTION == "320x240") ? (16) : (14)):0] mem_address;
	wire [16:0] res_320x240 = ({1'b0, y, 8'd0} + {1'b0, y, 6'd0} + {1'b0, x});
	wire [15:0] res_160x120 = ({1'b0, y, 7'd0} + {1'b0, y, 5'd0} + {1'b0, x});
	always @(*)
	begin
		if (RESOLUTION == "320x240")
			mem_address = res_320x240;
		else
			mem_address = res_160x120[14:0];
	end
endmodule
module vga_controller(vga_clock, resetn, pixel_colour, memory_address, 
		VGA_R, VGA_G, VGA_B,
		VGA_HS, VGA_VS, VGA_BLANK_N,
		VGA_SYNC_N, VGA_CLK);
	parameter BITS_PER_COLOUR_CHANNEL = 1;
	parameter MONOCHROME = "FALSE";
	parameter RESOLUTION = "160x120";
	parameter C_VERT_NUM_PIXELS  = 11'd480;
	parameter C_VERT_SYNC_START  = 11'd493;
	parameter C_VERT_SYNC_END    = 11'd494;  
	parameter C_VERT_TOTAL_COUNT = 11'd525;
	parameter C_HORZ_NUM_PIXELS  = 11'd640;
	parameter C_HORZ_SYNC_START  = 11'd659;
	parameter C_HORZ_SYNC_END    = 11'd754;  
	parameter C_HORZ_TOTAL_COUNT = 11'd800;	
	input vga_clock, resetn;
	input [((MONOCHROME == "TRUE") ? (0) : (BITS_PER_COLOUR_CHANNEL*3-1)):0] pixel_colour;
	output [((RESOLUTION == "320x240") ? (16) : (14)):0] memory_address;
	output reg [7:0] VGA_R;
	output reg [7:0] VGA_G;
	output reg [7:0] VGA_B;
	output reg VGA_HS;
	output reg VGA_VS;
	output reg VGA_BLANK_N;
	output VGA_SYNC_N, VGA_CLK;
	reg VGA_HS1;
	reg VGA_VS1;
	reg VGA_BLANK1; 
	reg [9:0] xCounter, yCounter;
	wire xCounter_clear;
	wire yCounter_clear;
	wire vcc;
	reg [((RESOLUTION == "320x240") ? (8) : (7)):0] x; 
	reg [((RESOLUTION == "320x240") ? (7) : (6)):0] y;	
	assign vcc =1'b1;
	always @(posedge vga_clock or negedge resetn)
	begin
		if (!resetn)
			xCounter <= 10'd0;
		else if (xCounter_clear)
			xCounter <= 10'd0;
		else
		begin
			xCounter <= xCounter + 1'b1;
		end
	end
	assign xCounter_clear = (xCounter == (C_HORZ_TOTAL_COUNT-1));
	always @(posedge vga_clock or negedge resetn)
	begin
		if (!resetn)
			yCounter <= 10'd0;
		else if (xCounter_clear && yCounter_clear)
			yCounter <= 10'd0;
		else if (xCounter_clear)		 
			yCounter <= yCounter + 1'b1;
	end
	assign yCounter_clear = (yCounter == (C_VERT_TOTAL_COUNT-1)); 
	always @(*)
	begin
		if (RESOLUTION == "320x240")
		begin
			x = xCounter[9:1];
			y = yCounter[8:1];
		end
		else
		begin
			x = xCounter[9:2];
			y = yCounter[8:2];
		end
	end
	vga_address_translator controller_translator(
					.x(x), .y(y), .mem_address(memory_address) );
		defparam controller_translator.RESOLUTION = RESOLUTION;
	always @(posedge vga_clock)
	begin
		VGA_HS1 <= ~((xCounter >= C_HORZ_SYNC_START) && (xCounter <= C_HORZ_SYNC_END));
		VGA_VS1 <= ~((yCounter >= C_VERT_SYNC_START) && (yCounter <= C_VERT_SYNC_END));
		VGA_BLANK1 <= ((xCounter < C_HORZ_NUM_PIXELS) && (yCounter < C_VERT_NUM_PIXELS));	
		VGA_HS <= VGA_HS1;
		VGA_VS <= VGA_VS1;
		VGA_BLANK_N <= VGA_BLANK1;	
	end
	assign VGA_SYNC_N = vcc;
	assign VGA_CLK = vga_clock;
	integer index;
	integer sub_index;
	wire on_screen;
	assign on_screen = (({1'b0, xCounter} >= 0) & ({1'b0, xCounter} < C_HORZ_NUM_PIXELS+2) & ({1'b0, yCounter} < C_VERT_NUM_PIXELS));
	always @(pixel_colour or on_screen)
	begin		
		VGA_R <= 'b0;
		VGA_G <= 'b0;
		VGA_B <= 'b0;
		if (MONOCHROME == "FALSE")
		begin
			for (index = 8-BITS_PER_COLOUR_CHANNEL; index >= 0; index = index - BITS_PER_COLOUR_CHANNEL)
			begin
				for (sub_index = BITS_PER_COLOUR_CHANNEL - 1; sub_index >= 0; sub_index = sub_index - 1)
				begin
					VGA_R[sub_index+index] <= on_screen & pixel_colour[sub_index + BITS_PER_COLOUR_CHANNEL*2];
					VGA_G[sub_index+index] <= on_screen & pixel_colour[sub_index + BITS_PER_COLOUR_CHANNEL];
					VGA_B[sub_index+index] <= on_screen & pixel_colour[sub_index];
				end
			end	
		end
		else
		begin
			for (index = 0; index < 8; index = index + 1)
			begin
				VGA_R[index] <= on_screen & pixel_colour[0:0];
				VGA_G[index] <= on_screen & pixel_colour[0:0];
				VGA_B[index] <= on_screen & pixel_colour[0:0];
			end	
		end
	end
endmodule
==> flow/run.sh <==
#!/bin/bash
# OpenROAD 26Q1-2900-gdf79404cd8, Yosys 0.63+post, stock flow scripts
make -C /OpenROAD-flow-scripts/flow DESIGN_CONFIG=/design/flow/config.mk WORK_HOME=/design/flow/orfs finish
==> flow/config.mk <==
export PLATFORM = sky130hd
export DESIGN_NAME = vga_controller
export DESIGN_NICKNAME = vga_controller
export VERILOG_FILES = /design/flow/design.v
export SDC_FILE = /design/flow/constraint.sdc
export NUM_CORES = 4
export LEC_CHECK = 1
export CORE_AREA = 10 10 101 101
export DIE_AREA = 0 0 111 111
==> flow/constraint.sdc <==
current_design vga_controller

set clk_period 4.2
set clk_io_pct 0.2

create_clock -name clk0 -period $clk_period [get_ports {vga_clock}]

set non_clock_inputs [all_inputs -no_clocks]
set_input_delay [expr $clk_period * $clk_io_pct] -clock clk0 $non_clock_inputs
set_output_delay [expr $clk_period * $clk_io_pct] -clock clk0 [all_outputs]
==> run notes <==
The flow ran to the end, and the final reports show no timing, DRC or antenna violations. The transition time recorded at the tightest slew-check pin is 0.6968 ns. Per the detail_route report, inserted antenna diodes total 0.

The type of element capturing the critical path is a primary output. Entering global routing, the biggest net connects 21 pins. The DRC violation total left in the routed layout is recorded as 0. IR analysis of the VDD net gives a maximum drop of 98.48 uV. The critical path's slowest stage uses the library cell sky130_fd_sc_hd__fa_1. In this run the power spent charging and discharging nets is 104.0 uW. 49 I/O pins were placed. The worst clock skew is 0.003298 ns, and the routed length per placed instance is 11.91 um. The combinational group share of total power is 0.059, and the share of the synthesized area in the top cell type is 0.2564.

In this run the tool buffered the top-level ports with 47 buffer cells. The tools report the synthesis warning total as 2. Leading area contributor after synthesis: sky130_fd_sc_hd__dfrtp_1. The run gives 222 as the yosys cell count. The netlist uses 43 different library cells. For the number of setup violations in the final report, the log shows 0. The core region is 8134 um2. The horizontal die dimension reported for this design is 111 um. In the power breakdown, the internal column shows 432.0 uW. After layout, the minimum clock period comes to 3.989 ns. According to the floorplan report, the die height is 111 um. The first global-routing pass estimated 7162 um of wire.

The number of pins with negative max-slew slack in the final report was 0; the largest stage delay on the critical path was 0.57 ns. Sum of routed wire length over all layers: 4169 um. For the number of buffers added to fix hold violations after cts, the log shows 0. Share of synthesized cell area in and-or and or-and compound cells: 0.1032. For the final non-filler cell area, the log shows 2420 um2.

Relative slew slack: 0.5316. For the number of antenna violations at the first check in global routing, the log shows 0. Largest driver fanout on the critical path: 8. The area growth from synthesis to layout is 23.97%. For the final-layout worst hold slack, the log shows 0.3335 ns. The sequential element share of the synthesized area was 0.3179.

With the starting density of the core at 0.2400, the areal power density over the cells is 221.5 nW/um2. Clock latency on the worst-skew pair: 0.38 ns. Looking at the cell usage after synthesis, the top flip-flop cell is sky130_fd_sc_hd__dfrtp_1.

For the worst setup path, the data arrival time is 3.15 ns. For this run, the detailed router's first-pass iteration total came to 4. The post-route fraction of the period consumed by the critical path is 0.9497. TritonCTS built the clock tree.

The logs give 222 for the cell count after synthesis and 1464 for the via count of the first global-routing pass. Before CTS, the worst setup slack after placement is 0.5121 ns. Setup repair after global routing left no endpoint under its margin. For reference, the critical path cell chain is inv_1 -> fa_1 -> inv_1 -> ha_1 -> a21o_1 -> nand4_1 -> nand3_1 -> o41ai_2 -> xnor2_1 -> clkdlybuf4s50_1. Counting flops with a built-in enable in the synthesized netlist gives 0. The path class of the tightest hold or removal check is flop to flop.

The tools report the max-cap violation count as 0. The run gives 31 for the number of warning messages in the logs. The total half-perimeter wirelength after legalization and detailed placement was 3235 um. For the count of standard-cell rows, the log shows 33. A synthesized cell averages 8.792 um2. The tools report the total die size as 12320 um2. After routing, the total negative slack on setup checks comes to 0 ns.

The fraction of synthesis flops using an asynchronous set or reset pin was 0.7692; the switching portion of total power was 0.1940. Among the stages of the critical path, the cell type that occurs most often is sky130_fd_sc_hd__inv_1. The clock-pin slew reported for the worst setup and hold paths after clock tree synthesis works out to 0.09 ns.

The post-synthesis share of cell area spent on and, or, nand and nor gates was 0.2000. Yosys reports a chip area of 1952 um2. The critical path is of the flop to primary output type. The total overflow left after global routing is 0.

The run gives 0.465 as the part of the total power dissipated in sequential elements. The leakage power in the latest report is 1.090 nW. Per the detail_route report, the via count comes to 1507. The routed via count divided by cell count works out to 4.306. Adder and majority cell fraction of the synthesized area: 0.1487. The run gives 3.36 ns as the data required time at the worst endpoint. The post-placement cell area is 2315 um2. The synthesis stat section lists a flop and latch total of 26. The logs give 0 for the number of nets with antenna violations after detailed routing and 1952 um2 for the post-synthesis instance area.

With the final worst slack at 0.2111 ns, the clock group share of total power is 0.476. The synthesis report lists the most area-consuming cells as sky130_fd_sc_hd__dfrtp_1, sky130_fd_sc_hd__ha_1, sky130_fd_sc_hd__buf_4. The post-synthesis share of cell area spent on xor and xnor gates is 0.05833, and the multiplexer area fraction after synthesis is 0.005128. The startpoint type of the worst setup path is a flop.

In the synthesized netlist, the dominant kind of combinational cell is simple AND/OR/NAND/NOR gates. Share of final-layout standard cells stronger than drive strength 1: 0.06531. After clock tree synthesis, the setup repair step added 0 buffers. The run gives 0.06580 as the overall routing resource usage. The last weighted congestion value of the routability-driven placer is 0.8597, and the total count of hold-check failures in the final report is 0. The maximum frequency from static timing analysis was 250.7 MHz; the number of violations reported at the end of detailed-routing iteration 0 was 40.
-- metal layers --
metal | up-vias | share of wire | routed length (um) | global-route usage
met2 | 42 | 0.43 | 1809 | 0.1022
met3 | 5 | 0.081 | 338 | 0.02463
met5 | - | 0 | 0 | 0
met1 | 685 | 0.47 | 1969 | 0.08682
li1 | 775 | - | - | -
met4 | 0 | 0.012 | 51 | 0.01042
-- area by class of cell --
cell class | count | area (um2)
Inverter | 18 | 67.56
Sequential cell | 26 | 621.8
Timing Repair Buffer | 48 | 475.5
Tap cell | 105 | 131.4
Fill cell | 803 | 5714
Clock buffer | 8 | 106.4
Multi-Input combinational cell | 145 | 1017
-- worst paths after layout --
path	startpoint	end	slack [ns]	cells past startpoint
setup reg to reg	xCounter[1]	yCounter[8]	2.05	6
min in group asynchronous	resetn	xCounter[2]	0.80	2
hold / removal	VGA_VS1	VGA_VS	0.33	0
hold reg to reg	VGA_VS1	VGA_VS	0.33	0
max in group asynchronous	resetn	yCounter[2]	3.17	2
setup / recovery	yCounter[4]	memory_address[13]	0.21	10
-- Yosys cell counts (2+ instances only) --
library cell                n
sky130_fd_sc_hd__nand2b_1   2
sky130_fd_sc_hd__xnor2_1   10
sky130_fd_sc_hd__a21o_1     2
sky130_fd_sc_hd__a21oi_1    4
sky130_fd_sc_hd__inv_1     18
sky130_fd_sc_hd__nand4_1    6
sky130_fd_sc_hd__nor2_1    22
sky130_fd_sc_hd__and2_1     2
sky130_fd_sc_hd__nor4_1     2
sky130_fd_sc_hd__o41ai_1    2
sky130_fd_sc_hd__dfxtp_1    6
sky130_fd_sc_hd__dfrtp_1   20
sky130_fd_sc_hd__o21ai_0   14
sky130_fd_sc_hd__nand2_1   19
sky130_fd_sc_hd__ha_1      20
sky130_fd_sc_hd__nand3_1    7
sky130_fd_sc_hd__a211oi_1   2
sky130_fd_sc_hd__buf_4     28
sky130_fd_sc_hd__xor2_1     3
sky130_fd_sc_hd__clkbuf_1   2
sky130_fd_sc_hd__nor3_1     7
sky130_fd_sc_hd__buf_6      2
sky130_fd_sc_hd__fa_1       2
-- kinds of logic after synthesis --
family | after synthesis
simple gates | 76
buf+inv | 51
compound gates | 32
flops | 26
fa+ha+maj | 22
xor+xnor | 13
other cells | 1
mux | 1
-- power groups by stage --
stage         registers, mW  clock network, mW  logic, mW
finish                0.249              0.255     0.0315
global route          0.249              0.277     0.0351
CTS                   0.249              0.265     0.0329
-- timing repair --
action                                 in CTS  in global routing
gates resized                               0                  2
setup endpoints to repair                   0                  1
endpoints found under the hold margin       0                  0
-- metrics by stage --
stage	util	power [mW]	instances
after detailed placement	0.2846	0.3025	343
after CTS	0.2964	0.5474	350
after global routing	0.2975	0.5615	350
after floorplan	-	0.2808	222
final	0.2975	0.5360	350
after global placement	0.2846	0.3023	343
-- placed cells by master, fill, tap and decap left out, types with 2 or more instances in the layout --
master and instances:
sky130_fd_sc_hd__clkdlybuf4s50_1 47, sky130_fd_sc_hd__dfxtp_1 6, sky130_fd_sc_hd__dfrtp_1 19, sky130_fd_sc_hd__nand4_1 6, sky130_fd_sc_hd__nand2b_1 2, sky130_fd_sc_hd__ha_1 20
sky130_fd_sc_hd__fa_1 2, sky130_fd_sc_hd__a21o_1 2, sky130_fd_sc_hd__o21ai_0 14, sky130_fd_sc_hd__clkbuf_8 7, sky130_fd_sc_hd__nand2_1 19, sky130_fd_sc_hd__and2_1 2
sky130_fd_sc_hd__nand3_1 7, sky130_fd_sc_hd__inv_1 18, sky130_fd_sc_hd__xnor2_1 10, sky130_fd_sc_hd__a21oi_1 4, sky130_fd_sc_hd__nor2_1 22, sky130_fd_sc_hd__buf_4 2
sky130_fd_sc_hd__xor2_1 3, sky130_fd_sc_hd__nor3_1 7, sky130_fd_sc_hd__a211oi_1 2, sky130_fd_sc_hd__nor4_1 2
-- flip-flops by register name (all words and copies together), names as in the netlist --
name	cells
VGA_HS1	1
VGA_BLANK_N	1
VGA_VS	1
xCounter	10
yCounter	10
VGA_BLANK1	1
VGA_HS	1
VGA_VS1	1
-- worst max-delay path: cells and delay by family (launching register included) --
| kind | cells | cell delay [ns] |
|---|---|---|
| AOI/OAI and AO/OA | 2 | 0.43 |
| xor gates and xnor gates | 1 | 0.16 |
| adders and majority gates | 2 | 0.85 |
| buffers and inverters | 3 | 0.67 |
| DFF | 1 | 0.48 |
| and+or+nand+nor | 2 | 0.18 |
No activity file was given, so power comes from the tool's default toggle rates.
